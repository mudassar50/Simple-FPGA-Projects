File: design/flow/design.v
module ALU2Bit(  
  input        clock,  
  input        reset,  
  input  [1:0] io_A,  
  input  [1:0] io_B,  
  input  [1:0] io_Op,  
  output [1:0] io_Result,  
  output [3:0] io_LED  
);
  wire [2:0] _T_17;  
  wire [1:0] _T_18;  
  wire [2:0] _T_20;  
  wire [2:0] _T_21;  
  wire [1:0] _T_22;  
  wire [1:0] _T_24;  
  wire [1:0] _T_26;  
  wire  _T_27;  
  wire [1:0] _T_28;  
  wire  _T_29;  
  wire [1:0] _T_30;  
  wire  _T_31;  
  wire [1:0] _T_32;  
  wire  _T_33;  
  assign _T_17 = io_A + io_B;  
  assign _T_18 = io_A + io_B;  
  assign _T_20 = io_A - io_B;  
  assign _T_21 = $unsigned(_T_20);  
  assign _T_22 = _T_21[1:0];  
  assign _T_24 = io_A & io_B;  
  assign _T_26 = io_A | io_B;  
  assign _T_27 = 2'h3 == io_Op;  
  assign _T_28 = _T_27 ? _T_26 : 2'h0;  
  assign _T_29 = 2'h2 == io_Op;  
  assign _T_30 = _T_29 ? _T_24 : _T_28;  
  assign _T_31 = 2'h1 == io_Op;  
  assign _T_32 = _T_31 ? _T_22 : _T_30;  
  assign _T_33 = 2'h0 == io_Op;  
  assign io_Result = _T_33 ? _T_18 : _T_32;  
  assign io_LED = {2'h0,io_Result};  
endmodule
File: design/flow/run.sh
#!/bin/bash
# OpenROAD 26Q1-2900-gdf79404cd8, Yosys 0.63+post, stock flow scripts
make -C /OpenROAD-flow-scripts/flow DESIGN_CONFIG=/design/flow/config.mk WORK_HOME=/design/flow/orfs finish
File: design/flow/config.mk
export PLATFORM = sky130hd
export DESIGN_NAME = ALU2Bit
export DESIGN_NICKNAME = ALU2Bit
export VERILOG_FILES = /design/flow/design.v
export SDC_FILE = /design/flow/constraint.sdc
export NUM_CORES = 4
export LEC_CHECK = 1
export CORE_AREA = 10 10 70 70
export DIE_AREA = 0 0 80 80
File: design/flow/constraint.sdc
current_design ALU2Bit

set clk_period 1.4
set clk_io_pct 0.2

create_clock -name clk0 -period $clk_period

set non_clock_inputs [all_inputs -no_clocks]
set_input_delay [expr $clk_period * $clk_io_pct] -clock clk0 $non_clock_inputs
set_output_delay [expr $clk_period * $clk_io_pct] -clock clk0 [all_outputs]
==> flow_summary.yaml <==
# implementation run metrics
outcome:
  outcome: "finished, violations left"
  failing_checks: "setup timing"
detailed_routing:
  vias: 169
  detail_route.vias_per_cell: 2.17
  drt_first_iter_violations: 3
  antenna-diode-count: 0
  routed_length_on_met3_um: 155
  topRoutingLayerUsed: "met3"
  average_wire_per_cell_in_the_routed_design_um: 7.03
  postRouteWirelength_um: 548
  detail_route.wirelength.met1_um: 259
  routed_length_on_met2_um: 133
  drc_errors: 0
  drt_first_pass_iters: 3
  ant_nets: 0
layout:
  sequential_cells: 0
  register_area_sq_um: 0
  areaGrowthSynthToFinish_pct: 96.6
  n_clock_buffer: 0
  layout.cells.non_filler: 78
  post_route_cells_drive_above_1_share_pct: 59.4
grt:
  globalRoute.totalOverflow: 0
  grt_first_pass_wirelength_um: 952
  grtUsageTotal_pct: 1.85
  grt_pass1_vias: 198
  antenna_found_initial: 0
  grt_max_degree: 6
clock_tree:
  cts.hold.buffers_added: 0
power:
  fin_total_pwr_mw: 0.105
  p_per_area_mw_per_mm2: 295
  power.static_leakage_nw: 0.159
  peakVddDrop_mv: 0.0744
hold_path:
  hold_path_end: "io_Result[1]"
  min_delay_path_depth: 3
  holdCritStartpoint: "io_Op[0]"
  hold_path_class: "in -> out"
critical_path:
  worst_path_largest_cell_delay_ns: 0.33
  cells_along_the_critical_path: "buf_6 > inv_4 > ha_4 > xor2_1 > o32a_2 > buf_2"
  required_ns: 1.12
  worst_setup_path_start_kind: "input pin"
  end_kind: "primary output"
  path_max_fanout: 2
  crit_buf_inv: 3
  critical_path_class: "in -> out"
  worstPathArrival_ns: 1.20
  critical-path-slowest-cell: "o32a_2"
  worst_path_dominant_cell_family: "AND-OR/OR-AND gates"
sta:
  rsz0062_at_grt: "yes"
  finalSetupViolations: 2
  number_of_pins_with_negative_max_slew_slack_in_the_final_report: 0
  layout_setup_ws_ns: -0.0827
  timing_hold_violations_final: 0
  achievable-frequency_mhz: 674
  final_period_minus_worst_setup_slack_ns: 1.48
  final.period_utilization_pct: 106
flow_run:
  tool_warnings: 39
  count_of_max_cap_constraint_violations: 0
yosys:
  area_of_the_synthesized_netlist_per_yosys_stat_sq_um: 181
  ys.warnings.count: 0
  synth.yosys.num_cells: 24
  synthCells: 24
  synth_cell_type_count: 13
  postSynthAreaPerCell_sq_um: 7.56
  synth_seq_share_pct: 0
  syn_area_sq_um: 181
floorplan:
  design.core.area_sq_mm: 0.00342
  die_x_um: 80
  rows: 21
  chipHeight_um: 80
  io-pin-count: 14
  initial_core_util_pct: 5.31
  fp.dieArea_sq_mm: 0.00640
placement:
  dp.cells: 77
  io_buffers: 10
  globalplace.congestion: 0.773
  place_hpwl_um: 426
-- area by class of cell --
class / instances / area [sq um]
fill: 407 / 3060
inverter: 4 / 20.0
multi-input combinational: 17 / 184
timing repair buffer: 11 / 95.1
tap: 46 / 57.6
-- worst max-delay path by stage --
stage / endpoint / from / slack [ns] / cells past startpoint
finish: io_LED[1] / io_A[1] / -0.08 / 6
global route: io_LED[1] / io_A[1] / -0.11 / 6
CTS: io_Result[1] / io_B[1] / -0.14 / 6
-- per-stage QoR --
step | worst slack [ns] | util [%] | hold WS [ns] | setup TNS, ns | area, sq um
5_1_grt | -0.112 | 10.4 | 1.02 | -0.309 | 357
4_1_cts | -0.140 | 9.67 | 1.09 | -0.279 | 330
2_1_floorplan | 0.000480 | - | 0.678 | 0 | 198
6_report | -0.0827 | 10.4 | 0.985 | -0.164 | 357
3_5_place_dp | -0.833 | 9.52 | 1.75 | -3.08 | 325
3_3_place_gp | -0.828 | 9.52 | 1.74 | -3.03 | 325
-- cells in the mapped netlist (all sizes together) --
| library cell | number | area (sq um) |
|---|---|---|
| buf | 4 | 30.0 |
| o32a | 1 | 11.3 |
| ha | 5 | 62.6 |
| o22ai | 1 | 6.26 |
| inv | 4 | 15.0 |
| and2b | 1 | 7.51 |
| xnor2 | 1 | 8.76 |
| mux2 | 1 | 11.3 |
| nand2 | 1 | 3.75 |
| a21oi | 1 | 5.00 |
| xor2 | 1 | 8.76 |
| conb | 1 | 3.75 |
| nor2 | 2 | 7.51 |
-- cell usage in the layout, fill, tap and decap left out --
| cell type | count |
|---|---|
| buf_6 | 5 |
| ha_1 | 3 |
| inv_4 | 2 |
| ha_4 | 2 |
| conb_1 | 2 |
| buf_4 | 2 |
| buf_2 | 2 |
| nor2_4 | 1 |
| a21oi_1 | 1 |
| mux2_4 | 1 |
| inv_2 | 1 |
| inv_1 | 1 |
| xor2_1 | 1 |
| nand2_1 | 1 |
| and2b_1 | 1 |
| o22ai_1 | 1 |
| xnor2_2 | 1 |
| nor2_1 | 1 |
| o32a_2 | 1 |
| clkbuf_2 | 1 |
| dlygate4sd2_1 | 1 |
-- power by group --
part | internal, mW | switching, mW
clock network | 0 | 0
registers | 0 | 0
logic | 0.0659 | 0.0393
-- metal layers --
| metal | GRT usage (%) | up-vias |
|---|---|---|
| li1 | - | 87 |
| met1 | 2.37 | 71 |
| met2 | 2.17 | 11 |
| met3 | 1.93 | 0 |
| met4 | 0 | 0 |
| met5 | 0 | - |
-- kinds of logic (layout without fill, tap and decap cells) --
logic type / count (synthesis) / after routing / share of synthesized area, %
AND/OR/NAND/NOR: 4 / 4 / 10.3
AND-OR/OR-AND: 3 / 3 / 12.4
buffers and inverters: 8 / 15 / 24.8
other: 1 / 2 / 2.07
multiplexers: 1 / 1 / 6.21
adder cells (fa/ha/maj): 5 / 5 / 34.5
XOR/XNOR: 2 / 2 / 9.66
-- what timing repair did --
action,CTS,global route
resized,43,7
endpoints found under the setup margin,4,4
pin swaps,4,5
setup buffers,1,0
hold endpoints to repair,0,0
Power and IR drop assume default switching activity.
